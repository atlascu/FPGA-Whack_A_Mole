<file path="/design/flow/design.v">
module debouncer#(parameter MAX=1000000)(
input clock,
input reset,
input button_in,
output reg button_out);
reg [31:0] deb_count;
always @(posedge clock) begin
    if(reset)
        deb_count <= 0;
    else if (button_in)
        deb_count <= deb_count + 1;
    else
    deb_count <= 0;
    end
always@(posedge clock) begin
    if(reset)
    button_out <= 1'b0;
    else if(deb_count == MAX)
    button_out <= 1'b1;
    else
    button_out <= 1'b0;
end
endmodule
</file>
<file path="/design/flow/config.mk">
export PLATFORM = sky130hd
export DESIGN_NAME = debouncer
export DESIGN_NICKNAME = debouncer
export VERILOG_FILES = /design/flow/design.v
export SDC_FILE = /design/flow/constraint.sdc
export NUM_CORES = 4
export LEC_CHECK = 1
export CORE_AREA = 10 10 107 107
export DIE_AREA = 0 0 117 117
</file>
<file path="/design/flow/run.sh">
#!/bin/bash
# OpenROAD 26Q1-2900-gdf79404cd8, Yosys 0.63+post, stock flow scripts
make -C /OpenROAD-flow-scripts/flow DESIGN_CONFIG=/design/flow/config.mk WORK_HOME=/design/flow/orfs finish
</file>
<file path="/design/flow/constraint.sdc">
current_design debouncer

set clk_period 3.7
set clk_io_pct 0.2

create_clock -name clk0 -period $clk_period [get_ports {clock}]

set non_clock_inputs [all_inputs -no_clocks]
set_input_delay [expr $clk_period * $clk_io_pct] -clock clk0 $non_clock_inputs
set_output_delay [expr $clk_period * $clk_io_pct] -clock clk0 [all_outputs]
</file>
==> reports/results.txt <==
CTS Buf Count = 5
Total global-route track usage = 0.0509
Yosys cell types = 33
Htree depth = 2
Max Cap Violations = 0
Status = complete, no violations
Crit path cell chain = ha_1 > nand3_2 > nor4_1 > nand4_1 > mux2i_1
I/O Buffers = 3
Worst path max stage delay = 820 ps
Hold_sp = deb_count[27]
Cycle use final = 0.603
Vias in the first global route = 1303
Final HPWL DP = 2340 um
RSZ-0062 raised after global routing = no
Detail-routed net length per standard cell = 10.8 um
Worst Setup SP = deb_count[0]
Fp util = 0.177
Worst path depth = 5
# DRC = 0
Setup TNS = 0 ps
Hold depth = 2
DR pass1 iterations = 4
Via count = 1438
CTS clk-pin slew, worst paths = 70 ps
Synthesized area = 1630 sq um
Initial antenna violation count = 0
Core Box Area = 9200 sq um
Reg2reg start = deb_count[0]
Crit Path Class = reg -> reg
Row count = 35
Largest net degree at the start of global routing = 21
Avg Cell Area, Syn = 8.38 sq um
Final Max Tran Viols = 0
Critical path's slowest cell = nor4_1
Hold Fails Final Rpt = 0
Late-Pin Clk Latency = 280 ps
Final GP Congestion = 0.805
Placement Cell Area = 1770 sq um
Synth Seq Share = 0.406
Vias per inst = 4.65
Critical Path AT = 2410 ps
Post-Route WL = 3340 um
CP max FO = 8
Synth Register Bits = 33
Die ar. = 13700 sq um
Die Span X = 117 um
Worst-case vdd ir drop = 0.210 mV
Post-CTS sizing = 0
# setup viols final = 0
Total setup buffers inserted after CTS = 0
Final instance area = 1870 sq um
PwrDens = 356 nW/um^2
Most instantiated logic cells after routing = dfxtp_1 (33), a21oi_1 (17), nor2_1 (16)
Drt first-iter violations = 86
Synth Instances = 194
Period minus WS final = 2230 ps
Area Overhead vs Synth = 15.1%
Antenna Nets Post-Route = 0
Cts hold-fix bufs = 0
Worst Setup End Kind = flop
Yosys chip area = 1630 sq um
R2R cell count = 5
Top_reg_cell synth = dfxtp_1
Slew @ Worst Pin = 891 ps
Rel. slew slack = 0.401
Post-synth EDFFs = 0
Buf/Inv on CP = 0
Worst reg2reg path endpoint = deb_count[28]
First-pass GRT wire length = 5870 um
Req. time, crit path = 3880 ps
Clk sinks = 33
Final core area utilization = 0.204
Ys cells = 194
CP top delay family = simple AND/OR/NAND/NOR gates
P_leak = 0.524 nW
# IOs = 4
CTS Buffer Depth = 2
Synth warn = 1
Hold Path Class = reg -> reg
# diodes = 0
Clk root buf = clkbuf_8
Crit start category = flop
Hold path endpoint = deb_count[27]
Fmax = 448 MHz
Clock Skews = 8.41 ps
Top cell excl fill/tap = dfxtp_1
R2r setup slk = 1470 ps
Count of tool warnings = 26
Grt total ovfl = 0
Ys async rst share = 0
Fraction of layout instances using a drive strength above 1 = 0.0657
Die Span Y = 117 um
CTS tree = yes
## power breakdown
part	internal [W]	switching [W]
Combinational	0.00000523	0.00000840
Clock	0.000168	0.000126
Sequential	0.000356	0.00000185
## worst register-to-register path: stages (launching register included)
cell and delay [ps]:
dfxtp_1 450, ha_1 240, nand3_2 180, nor4_1 820
nand4_1 270, mux2i_1 180
## synthesized netlist by cell type (all sizes together), types with 3 or more instances
| cell type | n | area, sq um |
|---|---|---|
| or3 | 8 | 51.3 |
| nor2 | 16 | 60.1 |
| buf | 4 | 17.5 |
| and2 | 3 | 18.8 |
| or4 | 13 | 101 |
| nor4 | 8 | 50.1 |
| nand3 | 13 | 70.1 |
| dfxtp | 33 | 661 |
| inv | 6 | 22.5 |
| a21oi | 17 | 85.1 |
| xnor2 | 9 | 78.8 |
| nor3 | 4 | 20.0 |
| clkbuf | 4 | 15.0 |
| nand4 | 9 | 71.3 |
| o31ai | 11 | 82.6 |
| nand2 | 13 | 48.8 |
| o21ai | 6 | 30.0 |
## sequential cells by signal, indices dropped and copies added, names as in the netlist
register	count
button_out	1
deb_count	32
## routing by layer
layer	wire (um)	global-route usage	vias up
met5	0	0	-
met4	59	0.00988	0
met3	134	0.0124	6
met2	1450	0.0776	23
met1	1700	0.0720	673
li1	-	-	736
## worst max-delay path by stage
stage,to,slack (ps)
4_1_cts,deb_count[28],1470
5_1_grt,deb_count[28],1330
6_report,deb_count[28],1470
## through the flow
stage	hold WS, ps	instances	total power (W)	setup slack (ps)
detailed placement	477	301	0.000380	1300
finish	490	309	0.000666	1470
global route	520	309	0.000694	1330
floorplan	452	194	0.000374	1700
CTS	493	309	0.000675	1470
global placement	473	301	0.000380	1330
## area by class of cell
class                      instances  area, sq um
inverter                           6         22.5
fill                            1008         7320
clock inverter                     1         5.00
timing repair buffer               4         37.5
tap                              111          139
multi-input combinational        147          911
sequential                        33          661
clock buffer                       7         96.3
## cells by family (layout without fill, tap and decap cells)
group | count (synthesis) | count (layout) | synth area share
flip-flops | 33 | 33 | 0.406
multiplexers | 1 | 1 | 0.00615
XOR/XNOR | 10 | 10 | 0.0538
adder cells (fa/ha/maj) | 2 | 2 | 0.0154
buffers and inverters | 14 | 18 | 0.0338
AND-OR/OR-AND | 38 | 38 | 0.142
AND/OR/NAND/NOR | 96 | 96 | 0.343
Power and IR drop assume default switching activity.
